==> design/flow/design.v <==
module regs (
     input   wire           clk_i_w
    ,input   wire           rst_i_w
    ,input wire             r_en1_i_w
    ,input wire [2:0]       r_addr1_i_w
    ,output reg [15:0]      r_dat1_o_r
    ,input wire             r_en2_i_w
    ,input wire [2:0]       r_addr2_i_w
    ,output reg [15:0]      r_dat2_o_r
    ,input wire             w_en_i_w
    ,input wire [2:0]       w_addr_i_w
    ,input wire [15:0]      w_dat_i_w
    ,output reg [2:0]       psr_nzp_o_r
);
    reg [15:0] reg_r0_r;
    reg [15:0] reg_r1_r;
    reg [15:0] reg_r2_r;
    reg [15:0] reg_r3_r;
    reg [15:0] reg_r4_r;
    reg [15:0] reg_r5_r;
    reg [15:0] reg_r6_r;
    reg [15:0] reg_r7_r;
    always @(posedge clk_i_w or negedge rst_i_w) begin
        if(!rst_i_w) begin
            reg_r0_r <= 16'b0;
            reg_r1_r <= 16'b0;
            reg_r2_r <= 16'b0;
            reg_r3_r <= 16'b0;
            reg_r4_r <= 16'b0;
            reg_r5_r <= 16'b0;
            reg_r6_r <= 16'b0;
            reg_r7_r <= 16'b0;
        end else begin
            if(w_en_i_w) begin
                if(w_dat_i_w[15]) begin
                    psr_nzp_o_r <= 3'b100;  
                end else if(|w_dat_i_w) begin
                    psr_nzp_o_r <= 3'b001;  
                end else begin
                    psr_nzp_o_r <= 3'b010;  
                end
                case (w_addr_i_w)
                3'd0:begin
                    reg_r0_r <= w_dat_i_w;
                end
                3'd1:begin
                    reg_r1_r <= w_dat_i_w;
                end
                3'd2:begin
                    reg_r2_r <= w_dat_i_w;
                end
                3'd3:begin
                    reg_r3_r <= w_dat_i_w;
                end
                3'd4:begin
                    reg_r4_r <= w_dat_i_w;
                end
                3'd5:begin
                    reg_r5_r <= w_dat_i_w;
                end
                3'd6:begin
                    reg_r6_r <= w_dat_i_w;
                end
                3'd7:begin
                    reg_r7_r <= w_dat_i_w;
                end
                default:begin
                end
                endcase
            end
        end
    end
    always @(*) begin
        if(!rst_i_w) begin
        end else begin
            if(r_en1_i_w) begin
                if(w_en_i_w && w_addr_i_w == r_addr1_i_w) begin
                    r_dat1_o_r = w_dat_i_w;
                end else begin
                    case (r_addr1_i_w)
                    3'd0:begin
                        r_dat1_o_r = reg_r0_r;
                    end
                    3'd1:begin
                        r_dat1_o_r = reg_r1_r;
                    end
                    3'd2:begin
                        r_dat1_o_r = reg_r2_r;
                    end
                    3'd3:begin
                        r_dat1_o_r = reg_r3_r;
                    end
                    3'd4:begin
                        r_dat1_o_r = reg_r4_r;
                    end
                    3'd5:begin
                        r_dat1_o_r = reg_r5_r;
                    end
                    3'd6:begin
                        r_dat1_o_r = reg_r6_r;
                    end
                    3'd7:begin
                        r_dat1_o_r = reg_r7_r;
                    end
                    default:begin
                        r_dat1_o_r = 0;
                    end
                    endcase
                end
            end
        end
    end
    always @(*) begin
        if(!rst_i_w) begin
        end else begin
            if(r_en2_i_w) begin
                if(w_en_i_w && w_addr_i_w == r_addr2_i_w) begin
                    r_dat2_o_r = w_dat_i_w;
                end else begin
                    case (r_addr2_i_w)
                    3'd0:begin
                        r_dat2_o_r = reg_r0_r;
                    end
                    3'd1:begin
                        r_dat2_o_r = reg_r1_r;
                    end
                    3'd2:begin
                        r_dat2_o_r = reg_r2_r;
                    end
                    3'd3:begin
                        r_dat2_o_r = reg_r3_r;
                    end
                    3'd4:begin
                        r_dat2_o_r = reg_r4_r;
                    end
                    3'd5:begin
                        r_dat2_o_r = reg_r5_r;
                    end
                    3'd6:begin
                        r_dat2_o_r = reg_r6_r;
                    end
                    3'd7:begin
                        r_dat2_o_r = reg_r7_r;
                    end
                    default:begin
                        r_dat2_o_r = 0;
                    end
                    endcase
                end
            end
        end
    end
endmodule  
==> design/flow/run.sh <==
#!/bin/bash
# OpenROAD 26Q1-2900-gdf79404cd8, Yosys 0.63+post, stock flow scripts
make -C /OpenROAD-flow-scripts/flow DESIGN_CONFIG=/design/flow/config.mk WORK_HOME=/design/flow/orfs finish
==> design/flow/config.mk <==
export PLATFORM = sky130hd
export DESIGN_NAME = regs
export DESIGN_NICKNAME = regs
export VERILOG_FILES = /design/flow/design.v
export SDC_FILE = /design/flow/constraint.sdc
export NUM_CORES = 4
export LEC_CHECK = 1
export CORE_UTILIZATION = 30
==> design/flow/constraint.sdc <==
current_design regs

set clk_period 1.2
set clk_io_pct 0.2

create_clock -name clk0 -period $clk_period [get_ports {clk_i_w}]

set non_clock_inputs [all_inputs -no_clocks]
set_input_delay [expr $clk_period * $clk_io_pct] -clock clk0 $non_clock_inputs
set_output_delay [expr $clk_period * $clk_io_pct] -clock clk0 [all_outputs]
==> run_results.csv <==
group,metric,value,unit
route,detail_route.wirelength,24.7,mm
final_timing,grt_setup_unrepaired,"true",
cts,cts.clk_slew.worst_paths,0.05,ns
outcome,run_status,"finished with violations",
setup_path,critPathLaunchType,"input port",
global_route,grt_pass1_vias,6305,
setup_path,required,1.37,ns
setup_path,family_with_the_most_delay_on_the_worst_path,"buffers and inverters",
outcome,failing_checks,"hold timing",
cts,tritoncts,"built",
logic_synthesis,ys_types,48,
setup_path,worst-path-buf-inv,2,
place,numPlacedInstances,1115,
global_route,antenna_found_initial,0,
final_timing,worst_slew_pin_slew,0.781,ns
logic_synthesis,ff_type,"sky130_fd_sc_hd__dfrtp_1",
place,portBuffers,64,
die,die-width,166,µm
route,post-route-drc-count,0,
final_timing,period_minus_slack,1.17,ns
die,core_area,26300,µm²
logic_synthesis,syn_inst,730,
final_timing,setup-violations-final,0,
worst_hold_path,worstHoldPathType,"in -> async",
global_route,globalRouteOverflowTotal,0,
logic_synthesis,yosys_cells,730,
logic_synthesis,syn-cell-area,8100,µm²
route,number_of_antenna_diodes,0,
final_timing,maxSlewViolCount,0,
setup_path,beginning_of_the_worst_register_to_register_path,"reg_r0_r[15]",
final_timing,maxClockFrequency,0.852,GHz
logic_synthesis,yosys.stat.chipArea,8100,µm²
die,fp-utilization,0.308,
setup_path,capture_point_of_the_worst_reg_to_reg_path,"reg_r0_r[15]",
setup_path,cp-end-kind,"flop",
logic_synthesis,postSynthAreaPerCell,11.1,µm²
setup_path,ff2ff_path_depth,1,
final_timing,unclocked_pins,32,
final_timing,unconstrained_endpoints,64,
setup_path,timing.critical_path.slowest_cell_delay,0.45,ns
cts,clockBufferDepth,2,
power,power_frac_clock,0.337,
power,sequential_share_of_power,0.431,
route,dr_total_vias,6290,
logic_synthesis,edf_count,3,
setup_path,critical_path_arrival,1.35,ns
power,sw_pwr,4.06,mW
final_timing,finalCritPeriodShare,0.978,
cts,cts_max_level,4,
setup_path,critical_path_depth,5,
global_route,grt_start_max_net_pins,52,
route,drt-pass1-iter-count,22,
setup_path,timing_worst_setup_path_type,"in -> reg",
power,cell_internal_power_dissipation,10.9,mW
final_timing,fin_hold_ws,-0.185,ns
setup_path,timing.critical_path.cells,"clkdlybuf4s50_1, nor4_2, buf_4, and4_4, nor2_1",
die,ioPinCount,65,
power,netSwitchingFraction,0.272,
power,powerDensity,1450,nW/µm²
setup_path,cp-startpoint,"w_dat_i_w[9]",
cts,numCtsBuffers,17,
finish,logic_area,4010,µm²
final_timing,maxSlewHeadroom,0.478,
finish,drive_above_1_share,0.305,
route,routedWlPerCell,21.3,µm
route,drt_first_iter_violations,506,
global_route,total_grt_usage,0.185,
route,average_via_count_per_standard_cell,5.43,
power,ir_worst_vdd,949,µV
place,gp_congestion,0.863,
flow_run,cap_violations,0,
die,die_area,27700,µm²
finish,fill_cells,2472,
logic_synthesis,async_flop_share,0.785,
power,power_leakage,4.35,nW
final_timing,finalClockSkew,0,ns
power,p_comb_frac,0.231,
flow_run,stage_log_warnings,29,
power,post_layout_power,14.9,mW
finish,layout.area.seq,3770,µm²
setup_path,cpMaxStageDelayCell,"sky130_fd_sc_hd__clkdlybuf4s50_1",
global_route,first_pass_grt_wire_length,37.8,mm
place,dp_hpwl,15.4,mm
setup_path,r2r_slack,0.40,ns
cts,worst_skew_pair.late_latency,0.42,ns
route,drtAntennaViolNets,0,
cts,clk_root_buffer_cell,"sky130_fd_sc_hd__clkbuf_16",
finish,final_cells,1159,
die,core.rowCount,59,
logic_synthesis,ys_seq_elements,163,
final_timing,hold_violation_count_in_the_final_report,46,
finish,areaGrowthSynthToFinish,26.8,%
logic_synthesis,yosysWarnings,1,
die,die_h,166,µm
setup_path,critical_path.endpoint,"psr_nzp_o_r[0]",
setup_path,worstPathMaxFanout,2,
## stage by stage
step	hold slack, ns	setup TNS, ns	area (µm²)	worst slack [ns]	util
floorplan	-0.0556	-9.67	8220	-0.287	-
global placement	0.264	-77.29	9490	-0.688	0.361
detailed placement	0.266	-79.60	9490	-0.714	0.361
CTS	-0.179	0	10200	0.00358	0.389
global route	-0.162	-0.0281	10300	-0.0281	0.391
finish	-0.185	0	10300	0.0259	0.391
## flip-flops by register name, summed over array words and instances (netlist names)
| register | count |
|---|---|
| reg_r2_r | 16 |
| reg_r0_r | 16 |
| reg_r1_r | 16 |
| r_dat1_o_r | 16 |
| reg_r3_r | 16 |
| r_dat2_o_r | 16 |
| reg_r6_r | 16 |
| reg_r5_r | 16 |
| psr_nzp_o_r | 3 |
| reg_r7_r | 16 |
| reg_r4_r | 16 |
## what timing repair did
item / in CTS / in global routing
endpoints found under the hold margin: 46 / 46
cloned: 2 / 1
gates resized: 30 / 15
pin swaps: 5 / 3
setup endpoints to repair: 132 / 83
setup buffers: 10 / 1
## how the worst min path moves through the flow
stage / slack, ns / end / cells past startpoint / from
6_report: -0.19 / reg_r3_r[2] / 2 / rst_i_w
5_1_grt: -0.16 / reg_r7_r[0] / 2 / rst_i_w
4_1_cts: -0.18 / reg_r3_r[2] / 2 / rst_i_w
## layout make-up
type / instances / area share
clock inverters: 5 / 0.00731
well taps: 335 / 0.0408
flip-flops and latches: 163 / 0.367
repair buffers: 137 / 0.139
multi-input cells: 476 / 0.390
inverters: 18 / 0.00658
clock buffers: 25 / 0.0482
## per-layer routing
metal  up-vias  part of all wire  GRT usage
li1       2849                 -          -
met1      3166              0.42      0.255
met2       221              0.49      0.305
met3        54             0.065     0.0374
met4         0             0.033     0.0471
met5         -                 0          0
## kinds of logic (layout without fill, tap and decap cells)
| family | Yosys count | in the layout | synth area share |
|---|---|---|---|
| multiplexers | 175 | 175 | 0.237 |
| buffers and inverters | 91 | 185 | 0.0555 |
| flip-flops | 131 | 131 | 0.407 |
| AND/OR/NAND/NOR | 152 | 152 | 0.103 |
| AND-OR/OR-AND | 143 | 143 | 0.132 |
| latches | 32 | 32 | 0.0593 |
| XOR/XNOR | 6 | 6 | 0.00649 |
## power by group through the flow
stage | sequential, mW | clock [mW] | combinational, mW
final | 6.44 | 5.04 | 3.46
after global routing | 6.59 | 5.31 | 3.75
after CTS | 6.43 | 5.12 | 3.45
## synthesized netlist by cell type (2+ instances only)
cell	instances	area, µm²
sky130_fd_sc_hd__dfrtp_1	128	3200
sky130_fd_sc_hd__buf_6	4	45.0
sky130_fd_sc_hd__dlxtn_1	32	480
sky130_fd_sc_hd__nand2b_1	2	12.5
sky130_fd_sc_hd__a221oi_1	7	61.3
sky130_fd_sc_hd__o31ai_1	18	135
sky130_fd_sc_hd__nor2b_1	18	113
sky130_fd_sc_hd__o21ai_1	6	30.0
sky130_fd_sc_hd__mux2i_1	60	601
sky130_fd_sc_hd__nor2_1	32	120
sky130_fd_sc_hd__o221ai_1	13	114
sky130_fd_sc_hd__nand3_1	3	15.0
sky130_fd_sc_hd__clkbuf_1	27	101
sky130_fd_sc_hd__mux2_1	3	33.8
sky130_fd_sc_hd__buf_4	10	75.1
sky130_fd_sc_hd__a211oi_1	16	120
sky130_fd_sc_hd__mux2_2	110	1240
sky130_fd_sc_hd__and4_1	3	26.3
sky130_fd_sc_hd__nor4_1	4	25.0
sky130_fd_sc_hd__buf_2	32	160
sky130_fd_sc_hd__nand2_1	56	210
sky130_fd_sc_hd__nor2b_2	2	17.5
sky130_fd_sc_hd__nand4b_2	3	45.0
sky130_fd_sc_hd__edfxtp_1	3	90.1
sky130_fd_sc_hd__a221o_1	13	130
sky130_fd_sc_hd__o21ai_0	26	130
sky130_fd_sc_hd__xnor2_1	6	52.6
sky130_fd_sc_hd__a21oi_1	4	20.0
sky130_fd_sc_hd__o32ai_1	3	26.3
sky130_fd_sc_hd__mux4_2	2	45.0
sky130_fd_sc_hd__nand3b_1	2	15.0
sky130_fd_sc_hd__o22ai_1	28	175
sky130_fd_sc_hd__nor3b_1	16	120
sky130_fd_sc_hd__a221oi_2	8	120
sky130_fd_sc_hd__inv_1	17	63.8
## placed cells by master, fill, tap and decap left out, drive strengths merged, types with 15 or more instances in the layout
cell	count
clkdlybuf4s50	46
a221oi	15
nand2	56
dfrtp	128
nor3b	18
nor2b	20
mux2i	60
a211oi	16
o21ai	32
clkbuf	31
o31ai	18
inv	18
mux2	113
o22ai	28
dlxtn	32
nor2	33
buf	77
Power figures rest on the tool's default switching activity, not on a simulated workload.
