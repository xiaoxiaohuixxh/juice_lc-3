$ cat flow/run.sh
#!/bin/bash
# OpenROAD 26Q1-2900-gdf79404cd8, Yosys 0.63+post, stock flow scripts
make -C /OpenROAD-flow-scripts/flow DESIGN_CONFIG=/design/flow/config.mk WORK_HOME=/design/flow/orfs finish
$ cat flow/config.mk
export PLATFORM = sky130hd
export DESIGN_NAME = simple_uart_send
export DESIGN_NICKNAME = simple_uart_send
export VERILOG_FILES = /design/flow/design.v
export SDC_FILE = /design/flow/constraint.sdc
export NUM_CORES = 4
export LEC_CHECK = 1
export CORE_AREA = 10 10 80 80
export DIE_AREA = 0 0 90 90
$ cat flow/constraint.sdc
current_design simple_uart_send

set clk_period 1.5
set clk_io_pct 0.2

create_clock -name clk0 -period $clk_period [get_ports {clk_i_w}]

set non_clock_inputs [all_inputs -no_clocks]
set_input_delay [expr $clk_period * $clk_io_pct] -clock clk0 $non_clock_inputs
set_output_delay [expr $clk_period * $clk_io_pct] -clock clk0 [all_outputs]
$ cat flow/design.v
module simple_uart_send(
     input  wire        rst_i_w
    ,input  wire        clk_i_w
    ,input  wire        en_i_w
    ,input  wire        send_i_w
    ,input  wire[7:0]   schar_i_w
    ,output reg[1:0]    sta_o_r
    ,output reg         txd_o_r
);
    reg[2:0] send_sta_r;
    reg[2:0] send_nxtsta_r;
    reg[3:0] send_dat_item_r;
    always @(posedge clk_i_w or negedge rst_i_w) begin
        if(!rst_i_w) begin
            send_dat_item_r <= 4'd0;
        end else begin
            if(en_i_w) begin
                case(send_sta_r)
                    3'b000: begin
                    end
                    3'b001: begin
                        send_dat_item_r <= 4'd0;
                    end
                    3'b010: begin
                        send_dat_item_r <= send_dat_item_r + 1;
                    end
                    3'b011: begin
                    end
                    default: begin
                    end
                endcase
            end
        end
    end
    always @(*) begin
        if(!rst_i_w) begin
            send_nxtsta_r = 3'b000;
        end else begin
            if(en_i_w) begin
                case(send_sta_r)
                    3'b000: begin
                    end
                    3'b001: begin
                        send_nxtsta_r = 3'b010;
                    end
                    3'b010: begin
                        if(send_dat_item_r == 8) begin
                            send_nxtsta_r = 3'b011;
                        end
                    end
                    3'b011: begin
                        send_nxtsta_r = 3'b000;
                    end
                    default: begin
                    end
                endcase
            end
        end
    end
    always @(posedge clk_i_w or negedge rst_i_w) begin
        if(!rst_i_w) begin
            sta_o_r <= 2'b00;
        end else begin
            if(en_i_w) begin
                case(send_sta_r)
                    3'b000: begin
                        sta_o_r <=  sta_o_r & 2'b10;
                    end
                    3'b001: begin
                        sta_o_r <=  sta_o_r | 2'b01;
                    end
                    3'b010: begin
                    end
                    3'b011: begin
                    end
                    default: begin
                        sta_o_r <= 2'b00;
                    end
                endcase
            end
        end
    end
    always @(posedge clk_i_w or negedge rst_i_w) begin
        if(!rst_i_w) begin
            txd_o_r <= 1'b1;
        end else begin
            if(en_i_w) begin
                case(send_sta_r)
                    3'b000: begin
                        txd_o_r <= 1'b1;
                    end
                    3'b001: begin
                        txd_o_r <= 1'b0;
                    end
                    3'b010: begin
                        txd_o_r <= schar_i_w[send_dat_item_r-1];
                    end
                    3'b011: begin
                        txd_o_r <= 1'b1;
                    end
                    default: begin
                    end
                endcase
            end
        end
    end
    always @(posedge clk_i_w or negedge rst_i_w) begin
        if(!rst_i_w) begin
            send_sta_r <= 3'b000;
        end else begin
            if(en_i_w) begin
                if(send_i_w) begin
                    send_sta_r <= 3'b001;
                end else begin
                    send_sta_r <= send_nxtsta_r;
                end
            end
        end
    end
endmodule
==> out/metrics.cfg <==
[critical_path]
critPathLaunchType = flip-flop
crit_slowest_cell = dfrtp_2
worstPathRequired_ns = 1.65
arrival_ns = 1.66
slowest_delay_ns = 0.42
setup.worst_path.class = reg2reg
r2r-end = txd_o_r$_DFFE_PN1P_
crit_family = multiplexers
cp-end-kind = flip-flop
path_cells = inv_4 -> ha_4 -> mux4_2 -> a22oi_2 -> mux2_4 -> o21ai_2
setup.worst_path.end = txd_o_r$_DFFE_PN1P_
worst_r2r_path_depth = 6
critPathMaxFanout = 5
cp_num_buf_inv = 1
startpoint = send_dat_item_r[0]$_DFFE_PN0P_
rrSetupSlack_ns = -0.009
cp.depth = 6
reg2reg_from = send_dat_item_r[0]$_DFFE_PN0P_

[clocking]
path_clk_slew_ns = 0.04
clk_latency_ns = 0.23
cts_inserted_buffers = 3
max-clock-path-buffers = 2
holdBufCountCts = 0
h-tree-depth = 1
cts_tree = built
cts_root_buffer = clkbuf_8

[finish]
seqCellArea_um2 = 233
finalCoreUtilization_pct = 22.4
most-common-layout-cells = clkdlybuf4s50_1, buf_4, o21ai_0, dfrtp_1, ha_1
mi_logic_area_um2 = 437
layoutNonFillerInstCount = 158
drive_gt1_share_pct = 33.0
nFillCells = 494
area_delta_synth_final_pct = 53.3

[worst_hold_path]
hold_class = in2async

[sta]
slew_violations = 0
hold_viol = 0
finalSetupViolCount = 1
layout_setup_ws_ns = -0.00934
fin_skew_ns = 0.00355
fmax_ghz = 0.663
rsz0062_at_grt = yes
holdWs_ns = 0.389
unconstrained_endpoints = 2
fin_crit_sh_pct = 101
period_minus_slack_ns = 1.51
unclocked_pins = 2

[placement]
numPlacedInstances = 152
portBuffers = 13
dpl.hpwl_mm = 1.23
gp_congestion = 0.757

[detailed_routing]
avgViaCountPerCell = 3.61
routed_wirelength_mm = 1.56
wire_per_inst_um = 9.89
drt.antenna.violating_nets = 0
vias = 570
drtIter0Drc = 16
drt-pass1-iter-count = 4
drc = 0
antennaDiodeCount = 0

[die]
coreArea_um2 = 4720
die_height_um = 90
fp.dieW_um = 90
fp_util_pct = 14.6
io_pins = 15
die-area_um2 = 8100
rows = 25

[synthesis]
synth_flops = 10
yosys_area_um2 = 691
yosys_cells = 65
syn_inst = 65
synthDistinctLibCells = 29
netlist_area_um2 = 691
yosys_warnings = 1
syn_area_per_cell_um2 = 10.6

[power_and_ir_drop]
ir_worst_vdd_mv = 0.262
power_density_nw_per_um2 = 747
p_leak_nw = 0.442

[status]
status = finished, violations left
violations = negative setup slack

[flow_run]
max-cap-violations = 0
log.warning_count = 33

[global_routing]
grt_pass1_wl_mm = 2.76
grt_pass1_vias = 645
antenna_found_initial = 0
grt_remaining_overflow = 0
grtUsageTotal_pct = 4.03
grt_start_max_net_pins = 12

Yosys cell counts, drive strengths merged:
| library cell | n | area share, % |
|---|---|---|
| a22oi | 1 | 1.1 |
| nand4b | 1 | 1.3 |
| ha | 7 | 13 |
| dlxtn | 2 | 4.3 |
| dfstp | 1 | 3.8 |
| nand3 | 3 | 2.2 |
| xnor2 | 1 | 1.3 |
| a22o | 2 | 2.5 |
| a21boi | 1 | 1.1 |
| clkbuf | 1 | 0.54 |
| mux2i | 2 | 2.9 |
| o31a | 1 | 1.3 |
| mux2 | 2 | 3.3 |
| nor3 | 2 | 1.4 |
| nor2b | 2 | 1.8 |
| inv | 5 | 2.7 |
| nand3b | 1 | 1.1 |
| buf | 3 | 4.3 |
| dfrtp | 7 | 25 |
| nand2 | 4 | 2.2 |
| and2 | 1 | 0.91 |
| or3 | 1 | 0.91 |
| a21o | 1 | 1.1 |
| o21ai | 8 | 5.8 |
| mux4 | 4 | 14 |
| conb | 1 | 0.54 |
power by group:
part           leakage (nW)  internal (W)  switching [W]
clock                0.0228      0.000184      0.0000859
sequential            0.118      0.000244      0.0000181
combinational         0.302      0.000163      0.0000945
total                 0.442      0.000592       0.000199
flip-flops by register name (all words and copies together), names as in the netlist:
| signal | cells |
|---|---|
| send_dat_item_r | 4 |
| send_nxtsta_r | 2 |
| send_sta_r | 2 |
| txd_o_r | 1 |
| sta_o_r | 1 |
cells by family (layout without fill, tap and decap cells):
kind of cell	Yosys count	in the layout	synth area share, %
buffers and inverters	9	35	7.61
AND-OR/OR-AND	14	14	12.9
multiplexers	8	8	19.7
flip-flops	8	8	29.2
latches	2	2	4.35
other	1	1	0.543
XOR/XNOR	1	1	1.27
AND/OR/NAND/NOR	15	15	11.8
adder cells (fa/ha/maj)	7	7	12.7
cell type report:
type	count	area share (%)
Inverter	5	2.01
Sequential cell	10	22.0
Multi-Input combinational cell	46	41.3
Tap cell	67	7.92
Timing Repair Buffer	26	22.6
Clock buffer	4	4.26
worst min path at each step:
| stage | end | slack, ns |
|---|---|---|
| 6_report | send_dat_item_r[3]$_DFFE_PN0P_ | 0.39 |
| 5_1_grt | send_dat_item_r[3]$_DFFE_PN0P_ | 0.44 |
| 4_1_cts | send_dat_item_r[3]$_DFFE_PN0P_ | 0.40 |
what timing repair did:
| item | CTS | global route |
|---|---|---|
| pin swaps | 1 | 0 |
| endpoints found under the setup margin | 2 | 3 |
| resized | 4 | 3 |
| setup buffers | 1 | 1 |
| cloned | 0 | 0 |
routing by layer:
layer	global-route usage [%]	up-vias	part of all wire [%]
met3	1.84	0	6.6
met5	0	-	0
met4	0.265	0	0
met1	4.78	274	45
li1	-	285	-
met2	6.84	11	48
metrics by stage:
step / power [W] / setup TNS (ns) / cell area [µm²] / setup slack (ns)
final: 0.000791 / -0.00934 / 1060 / -0.00934
after global routing: 0.000845 / -0.0623 / 1060 / -0.0561
after CTS: 0.000789 / -0.0240 / 1050 / -0.0240
after detailed placement: 0.000497 / -0.252 / 972 / -0.185
after global placement: 0.000493 / -0.214 / 972 / -0.154
after floorplan: 0.000391 / -0.0117 / 709 / -0.0117
Power is estimated from default activity; no workload was simulated.
