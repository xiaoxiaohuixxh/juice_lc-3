$ cat design/flow/constraint.sdc
current_design ctrl

set clk_period 1.7
set clk_io_pct 0.2

create_clock -name clk0 -period $clk_period [get_ports {clk_i_w}]

set non_clock_inputs [all_inputs -no_clocks]
set_input_delay [expr $clk_period * $clk_io_pct] -clock clk0 $non_clock_inputs
set_output_delay [expr $clk_period * $clk_io_pct] -clock clk0 [all_outputs]
$ cat design/flow/config.mk
export PLATFORM = sky130hd
export DESIGN_NAME = ctrl
export DESIGN_NICKNAME = ctrl
export VERILOG_FILES = /design/flow/design.v
export SDC_FILE = /design/flow/constraint.sdc
export NUM_CORES = 4
export LEC_CHECK = 1
export CORE_UTILIZATION = 40
$ cat design/flow/design.v
module ctrl(
     input   wire           clk_i_w
    ,input   wire           rst_i_w
    ,input wire             en_i_w
    ,input wire             wreg_en_i_w
    ,input wire             mem_en_i_w
    ,input wire[1:0]        mem_addr_sel_i_w   
    ,input wire             mem_wr_rd_i_w
    ,input wire             mem2_en_i_w
    ,input wire[1:0]        mem2_addr_sel_i_w   
    ,input wire             mem2_wr_rd_i_w
    ,input wire             alu_en_i_w
    ,input wire[15:0]       pc_i_w
    ,input wire[1:0]        setpc_i_w   
    ,input wire[15:0]       setpc_addr_i_w
    ,output reg             pc_en_o_r
    ,output reg             instr_en_o_r
    ,output reg             id_en_o_r
    ,output reg             alu_en_o_r
    ,output reg             mem_en_o_r
    ,output reg[15:0]       pc_addr_o_r
    ,output reg             pc_jmp_o_r
    ,output reg[1:0]        mem_addr_sel_o_r   
    ,output reg             mem_wr_rd_o_r
    ,output reg             wreg_en_o_r
);
    reg[3:0]    ctrl_sta_r;
    reg[3:0]    ctrl_nxtsta_r;
    always @(*) begin
        if(!rst_i_w) begin
            pc_jmp_o_r = 1'b0;
            pc_addr_o_r = 16'b0;
        end else begin
            if(en_i_w) begin
                case(setpc_i_w)
                2'b00: begin
                    pc_jmp_o_r = 1'b0;
                    pc_addr_o_r = 16'b0;
                end
                2'b01: begin
                    pc_jmp_o_r = 1'b1;
                    pc_addr_o_r = pc_i_w + setpc_addr_i_w;
                end
                2'b10: begin
                    pc_jmp_o_r = 1'b1;
                    pc_addr_o_r = pc_i_w + setpc_addr_i_w;
                end
                default: begin
                end
                endcase
            end
        end
    end
    always @(*) begin
        if(!rst_i_w) begin
            ctrl_nxtsta_r = 4'd0;
        end else begin
            if(en_i_w) begin
                case(ctrl_sta_r)
                    4'd0: begin
                        instr_en_o_r = 1'b1;
                        ctrl_nxtsta_r = 4'd2;
                    end
                    4'd2: begin
                        instr_en_o_r = 1'b0;
                        id_en_o_r = 1'b1;
                        ctrl_nxtsta_r = 4'd3;
                    end
                    4'd3: begin
                        id_en_o_r = 1'b0;
                        if(alu_en_i_w) begin  
                            alu_en_o_r = 1'b1;
                            ctrl_nxtsta_r = 4'd4;
                        end else if(mem_en_i_w) begin  
                            mem_en_o_r = 1'b1;
                            mem_addr_sel_o_r = mem_addr_sel_i_w;
                            mem_wr_rd_o_r = mem_wr_rd_i_w;
                            ctrl_nxtsta_r = 4'd5;
                        end else if(mem2_en_i_w) begin
                            mem_en_o_r = 1'b1;
                            mem_addr_sel_o_r = mem2_addr_sel_i_w;
                            mem_wr_rd_o_r = mem2_wr_rd_i_w;
                            ctrl_nxtsta_r = 4'd6;
                        end else if(wreg_en_i_w) begin
                            wreg_en_o_r = 1'b1;
                            ctrl_nxtsta_r = 4'd7;
                        end else begin
                            pc_en_o_r = 1'b1;
                            ctrl_nxtsta_r = 4'd8;
                        end
                    end
                    4'd4: begin
                        alu_en_o_r = 1'b0;
                        if(mem_en_i_w) begin  
                            mem_en_o_r = 1'b1;
                            mem_addr_sel_o_r = mem_addr_sel_i_w;
                            mem_wr_rd_o_r = mem_wr_rd_i_w;
                            ctrl_nxtsta_r = 4'd5;
                        end else if(mem2_en_i_w) begin
                            mem_en_o_r = 1'b1;
                            mem_addr_sel_o_r = mem2_addr_sel_i_w;
                            mem_wr_rd_o_r = mem2_wr_rd_i_w;
                            ctrl_nxtsta_r = 4'd6;
                        end else if(wreg_en_i_w) begin
                            wreg_en_o_r = 1'b1;
                            ctrl_nxtsta_r = 4'd7;
                        end else begin
                            pc_en_o_r = 1'b1;
                            ctrl_nxtsta_r = 4'd8;
                        end
                    end
                    4'd5: begin
                        if(mem2_en_i_w) begin
                            mem_en_o_r = 1'b1;
                            mem_addr_sel_o_r = mem2_addr_sel_i_w;
                            mem_wr_rd_o_r = mem2_wr_rd_i_w;
                            ctrl_nxtsta_r = 4'd6;
                        end else if(wreg_en_i_w) begin
                            mem_en_o_r = 1'b0;
                            wreg_en_o_r = 1'b1;
                            ctrl_nxtsta_r = 4'd7;
                        end else begin
                            mem_en_o_r = 1'b0;
                            pc_en_o_r = 1'b1;
                            ctrl_nxtsta_r = 4'd8;
                        end
                    end
                    4'd6: begin
                        mem_en_o_r = 1'b0;
                        if(wreg_en_i_w) begin
                            wreg_en_o_r = 1'b1;
                            ctrl_nxtsta_r = 4'd7;
                        end else begin
                            pc_en_o_r = 1'b1;
                            ctrl_nxtsta_r = 4'd8;
                        end
                    end
                    4'd7: begin
                        wreg_en_o_r = 1'b0;
                        pc_en_o_r = 1'b1;
                        ctrl_nxtsta_r = 4'd8;
                    end
                    4'd8: begin
                        pc_en_o_r = 1'b0;
                        ctrl_nxtsta_r = 4'd0;
                    end
                    4'd1: begin
                    end
                    default: begin
                        ctrl_nxtsta_r = 4'd0;
                    end
                endcase
            end
        end
    end
    always @(posedge clk_i_w or negedge rst_i_w) begin
        if(!rst_i_w) begin
            ctrl_sta_r <= 4'd0;
        end else begin
            if(en_i_w) begin
                ctrl_sta_r <= ctrl_nxtsta_r;
            end
        end
    end
endmodule
$ cat design/flow/run.sh
#!/bin/bash
# OpenROAD 26Q1-2900-gdf79404cd8, Yosys 0.63+post, stock flow scripts
make -C /OpenROAD-flow-scripts/flow DESIGN_CONFIG=/design/flow/config.mk WORK_HOME=/design/flow/orfs finish
==> flow_summary.json <==
{
  "cts_buffers": 3,
  "untimed_endpoints": 56,
  "path_clk_slew_ns": 0.03,
  "top_area_share_pct": 24.2,
  "top_cell": "nor2_1",
  "hold_buffers": 0,
  "crit_required_ns": 1.79,
  "drc": 0,
  "edf_count": 0,
  "rsz0062_at_grt": "false",
  "top_logic_kind": "simple AND/OR/NAND/NOR gates",
  "drv_cap": 0,
  "die_h_um": 70.2,
  "wirelength_um": 4460,
  "ir_worst_vdd_v": 0.000379,
  "avgSynthCellArea_um2": 7.75,
  "ys_seq_elements": 34,
  "finalCriticalPeriod_ns": 1.16,
  "top_cells_by_count": "nor2_1, dlxtn_1, nand2_1, o21ai_0, ha_1",
  "first_iter_violations": 88,
  "hold_path_class": "in -> async",
  "first_pass_iters": 4,
  "grt_usage_pct": 18.7,
  "clock.latency.late_pin_ns": 0.22,
  "dp_cells": 357,
  "synth_cell_types": 47,
  "grt_start_max_net_pins": 18,
  "adder_share_pct": 11.8,
  "critPathKind": "in -> reg",
  "viasPerCell": 5.25,
  "num_rows": 24,
  "die_w_um": 70.2,
  "setup_viol": 0,
  "synthArstFlopShare_pct": 11.8,
  "met3WireLength_um": 303,
  "wl_met2_um": 1850,
  "cp_cell_sequence": "clkdlybuf4s50_1, mux2_2",
  "hold_viol": 0,
  "yosys-stat-area_um2": 1860,
  "mux_share_pct": 4.17,
  "postCtsResizedCells": 0,
  "crit_slowest_cell": "clkdlybuf4s50_1",
  "worst_slew_pin_slew_ns": 0.521,
  "start_kind": "primary input",
  "yosysTopAreaCell": "dlxtn_1",
  "ys_warn_count": 1,
  "path_buffers": 1,
  "cts-root-buf": "clkbuf_8",
  "status": "finished, final reports clean",
  "finalSetupTns_ns": 0,
  "grt_first_pass_wirelength_um": 7580,
  "initial_core_util_pct": 42.1,
  "dr_total_vias": 1890,
  "slowest_delay_ns": 0.55,
  "final_cell_count_no_fill": 360,
  "fin_skew_ns": 0,
  "critPathCaptureType": "register",
  "synthesis.instances": 240,
  "antenna_found_initial": 0,
  "overflow": 0,
  "area_leaders": "dlxtn_1, ha_1, nor2_1",
  "num_antenna_cells": 0,
  "ys_sh_aoi_pct": 22.4,
  "area_growth_pct": 43.3,
  "core_area_um2": 4410,
  "fmax_mhz": 865,
  "highest_layer": "met3",
  "cts_tree": "yes",
  "post_cts_buffers": 0,
  "htree_levels": 1,
  "portBuffers": 72,
  "xor_area_share_pct": 5.18,
  "slew_viol_final": 0,
  "grt_pass1_vias": 1728,
  "worstPathArrival_ns": 1.25,
  "ant_nets": 0,
  "mappedNetlistArea_um2": 1860,
  "simple_gate_share_pct": 23.3,
  "chipArea_um2": 4930,
  "unclocked_regs": 30,
  "cts_buffer_depth": 2,
  "power.leakage_nw": 1.11,
  "num_io_pins": 73,
  "yosysCellCount": 240,
  "wl_met1_um": 2300,
  "drive_above_1_share_pct": 5.52,
  "critical_path.top_delay_family": "buffers and inverters",
  "fillers": 420,
  "tool_warnings": 26,
  "post-route-period-util_pct": 68.0,
  "wl_per_cell_um": 12.4,
  "relSlewSlack_pct": 65.2,
  "power_density_nw_per_um2": 341,
  "worstPathMaxFanout": 4,
  "dpl.hpwl_um": 3570,
  "finalWeightedCongestion": 0.874,
  "synthFlopType": "dlxtn_1"
}
-- layout by cell type (no fill, tap or decap), types with 2 or more instances in the layout --
cell type	instances
a211oi_1	4
a21o_1	3
a21oi_1	12
and2_1	2
and3_1	3
buf_4	2
clkbuf_8	3
clkdlybuf4s50_1	72
dfrtp_1	4
dlxtn_1	30
ha_1	16
inv_1	8
mux2_2	6
nand2_1	20
nand2b_1	6
nand3_1	8
nand4_1	2
nor2_1	32
nor2b_1	4
nor3_1	6
nor3b_1	2
nor4_1	2
o211ai_1	2
o21a_1	4
o21ai_0	19
o21bai_1	2
o22ai_1	3
xnor2_1	10
-- metal layers --
| layer | global-route usage, % | vias up |
|---|---|---|
| met4 | 1.33 | 0 |
| li1 | - | 981 |
| met3 | 1.46 | 0 |
| met2 | 28.1 | 61 |
| met5 | 0 | - |
| met1 | 31.4 | 848 |
-- final timing paths --
path | from | end | slack, ns | cells past startpoint
min reg2reg | ctrl_sta_r[3] | ctrl_sta_r[3] | 0.76 | 1
max | en_i_w | ctrl_sta_r[3] | 0.54 | 2
max reg2reg | ctrl_sta_r[2] | ctrl_sta_r[2] | 0.70 | 1
min in group clk0 | ctrl_sta_r[3] | ctrl_sta_r[3] | 0.76 | 1
max in group asynchronous | rst_i_w | ctrl_sta_r[2] | 0.94 | 1
min | rst_i_w | ctrl_sta_r[0] | 0.45 | 1
-- power breakdown --
| part | switching, mW | internal [mW] | leakage (nW) |
|---|---|---|---|
| Clock | 0.0491 | 0.151 | 0.0216 |
| Combinational | 0.242 | 0.292 | 0.795 |
| Sequential | 0.0201 | 0.156 | 0.291 |
| Total | 0.311 | 0.599 | 1.11 |
-- state kept, by name (all words and copies together) (netlist names) --
name	count
pc_jmp_o_r	1
pc_en_o_r	1
mem_addr_sel_o_r	2
pc_addr_o_r	16
ctrl_sta_r	4
instr_en_o_r	1
ctrl_nxtsta_r	4
id_en_o_r	1
mem_wr_rd_o_r	1
wreg_en_o_r	1
alu_en_o_r	1
mem_en_o_r	1
-- layout make-up --
cell class | count | area (um2) | area share [%]
flip-flops and latches | 34 | 551 | 20.6
inverters | 8 | 30.0 | 1.13
clock buffers | 3 | 41.3 | 1.55
repair buffers | 74 | 736 | 27.6
multi-input cells | 189 | 1240 | 46.6
well taps | 52 | 65.1 | 2.44
-- logic make-up after synthesis --
kind of cell | count (synthesis)
simple gates | 91
compound gates | 63
latches | 30
fa+ha+maj | 17
buf+inv | 17
xor+xnor | 11
mux | 7
flops | 4
-- per-stage QoR --
step	util (%)	hold slack, ns	total power [mW]	setup WS, ns	instance area [um2]
final	60.4	0.446	0.910	0.543	2670
after global routing	60.4	0.477	0.992	0.515	2670
after CTS	60.4	0.445	0.920	0.537	2670
after detailed placement	59.5	0.683	0.709	0.318	2630
after global placement	59.5	0.657	0.712	0.333	2630
after floorplan	-	0.0444	0.490	0.626	1860
Power is estimated from default activity; no workload was simulated.
